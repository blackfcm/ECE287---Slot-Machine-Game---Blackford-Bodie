**flow/constraint.sdc**
```tcl
current_design title_rom

set clk_period 5.4
set clk_io_pct 0.2

create_clock -name clk0 -period $clk_period [get_ports {clk}]

set non_clock_inputs [all_inputs -no_clocks]
set_input_delay [expr $clk_period * $clk_io_pct] -clock clk0 $non_clock_inputs
set_output_delay [expr $clk_period * $clk_io_pct] -clock clk0 [all_outputs]
```
**flow/config.mk**
```make
export PLATFORM = sky130hd
export DESIGN_NAME = title_rom
export DESIGN_NICKNAME = title_rom
export VERILOG_FILES = /design/flow/design.v
export SDC_FILE = /design/flow/constraint.sdc
export NUM_CORES = 4
export LEC_CHECK = 1
export CORE_AREA = 10 10 111 111
export DIE_AREA = 0 0 121 121
export SYNTH_HDL_FRONTEND = slang
export SYNTH_MEMORY_MAX_BITS = 65536
```
**flow/run.sh**
```bash
#!/bin/bash
# OpenROAD 26Q1-2900-gdf79404cd8, Yosys 0.63+post, stock flow scripts
make -C /OpenROAD-flow-scripts/flow DESIGN_CONFIG=/design/flow/config.mk WORK_HOME=/design/flow/orfs finish
```
**flow/design.v**
```verilog
module title_rom(
    input  wire       clk,
    input  wire [7:0] ascii,   
    input  wire [3:0] row,     
    output reg  [7:0] pixels   
);
    reg [7:0] font[0:128*8-1];
    initial begin
        font[32*8+0]=8'b00000000;
        font[32*8+1]=8'b00000000;
        font[32*8+2]=8'b00000000;
        font[32*8+3]=8'b00000000;
        font[32*8+4]=8'b00000000;
        font[32*8+5]=8'b00000000;
        font[32*8+6]=8'b00000000;
        font[32*8+7]=8'b00000000;
        font["F"*8+0]=8'b11111110;
        font["F"*8+1]=8'b11111110;
        font["F"*8+2]=8'b11000000;
        font["F"*8+3]=8'b11000000;
        font["F"*8+4]=8'b11111100;
        font["F"*8+5]=8'b11111100;
        font["F"*8+6]=8'b11000000;
        font["F"*8+7]=8'b11000000;
        font["o"*8+0]=8'b00000000;
        font["o"*8+1]=8'b01111000;
        font["o"*8+2]=8'b11001100;
        font["o"*8+3]=8'b11001100;
        font["o"*8+4]=8'b11001100;
        font["o"*8+5]=8'b11001100;
        font["o"*8+6]=8'b01111000;
        font["o"*8+7]=8'b00000000;
        font["r"*8+0]=8'b00000000;
        font["r"*8+1]=8'b11111000;
        font["r"*8+2]=8'b11001100;
        font["r"*8+3]=8'b11000000;
        font["r"*8+4]=8'b11000000;
        font["r"*8+5]=8'b11000000;
        font["r"*8+6]=8'b11000000;
        font["r"*8+7]=8'b00000000;
        font["t"*8+0]=8'b00110000;
        font["t"*8+1]=8'b00110000;
        font["t"*8+2]=8'b11111100;
        font["t"*8+3]=8'b11111100;
        font["t"*8+4]=8'b00110000;
        font["t"*8+5]=8'b00110000;
        font["t"*8+6]=8'b00111100;
        font["t"*8+7]=8'b00000000;
        font["u"*8+0]=8'b00000000;
        font["u"*8+1]=8'b11001100;
        font["u"*8+2]=8'b11001100;
        font["u"*8+3]=8'b11001100;
        font["u"*8+4]=8'b11001100;
        font["u"*8+5]=8'b11001100;
        font["u"*8+6]=8'b01111100;
        font["u"*8+7]=8'b00000000;
        font["n"*8+0]=8'b00000000;
        font["n"*8+1]=8'b11111000;
        font["n"*8+2]=8'b11001100;
        font["n"*8+3]=8'b11001100;
        font["n"*8+4]=8'b11001100;
        font["n"*8+5]=8'b11001100;
        font["n"*8+6]=8'b11001100;
        font["n"*8+7]=8'b00000000;
        font["e"*8+0]=8'b00000000;
        font["e"*8+1]=8'b01111000;
        font["e"*8+2]=8'b11001100;
        font["e"*8+3]=8'b11111100;
        font["e"*8+4]=8'b11000000;
        font["e"*8+5]=8'b11000000;
        font["e"*8+6]=8'b01111100;
        font["e"*8+7]=8'b00000000;
        font["z"*8+0]=8'b00000000;
        font["z"*8+1]=8'b11111100;
        font["z"*8+2]=8'b00001100;
        font["z"*8+3]=8'b00111000;
        font["z"*8+4]=8'b01100000;
        font["z"*8+5]=8'b11000000;
        font["z"*8+6]=8'b11111100;
        font["z"*8+7]=8'b00000000;
        font["y"*8+0]=8'b00000000;
        font["y"*8+1]=8'b11001100;
        font["y"*8+2]=8'b11001100;
        font["y"*8+3]=8'b11001100;
        font["y"*8+4]=8'b01111100;
        font["y"*8+5]=8'b00001100;
        font["y"*8+6]=8'b11111000;
        font["y"*8+7]=8'b00000000;
			font["Y"*8+0] = 8'b11000110;
			font["Y"*8+1] = 8'b11000110;
			font["Y"*8+2] = 8'b01101100;
			font["Y"*8+3] = 8'b00111000;
			font["Y"*8+4] = 8'b00111000;
			font["Y"*8+5] = 8'b00111000;
			font["Y"*8+6] = 8'b00111000;
			font["Y"*8+7] = 8'b00000000;
			font["O"*8+0] = 8'b00111000;
			font["O"*8+1] = 8'b01101100;
			font["O"*8+2] = 8'b11000110;
			font["O"*8+3] = 8'b11000110;
			font["O"*8+4] = 8'b11000110;
			font["O"*8+5] = 8'b11000110;
			font["O"*8+6] = 8'b01101100;
			font["O"*8+7] = 8'b00111000;
			font["U"*8+0] = 8'b11000110;
			font["U"*8+1] = 8'b11000110;
			font["U"*8+2] = 8'b11000110;
			font["U"*8+3] = 8'b11000110;
			font["U"*8+4] = 8'b11000110;
			font["U"*8+5] = 8'b11000110;
			font["U"*8+6] = 8'b01111100;
			font["U"*8+7] = 8'b00000000;
			font["W"*8+0] = 8'b11000110;
			font["W"*8+1] = 8'b11000110;
			font["W"*8+2] = 8'b11000110;
			font["W"*8+3] = 8'b11000110;
			font["W"*8+4] = 8'b11010110;
			font["W"*8+5] = 8'b11111110;
			font["W"*8+6] = 8'b01101100;
			font["W"*8+7] = 8'b00000000;
			font["I"*8+0] = 8'b11111110;
			font["I"*8+1] = 8'b00110000;
			font["I"*8+2] = 8'b00110000;
			font["I"*8+3] = 8'b00110000;
			font["I"*8+4] = 8'b00110000;
			font["I"*8+5] = 8'b00110000;
			font["I"*8+6] = 8'b11111110;
			font["I"*8+7] = 8'b00000000;
			font["N"*8+0] = 8'b11000110;
			font["N"*8+1] = 8'b11100110;
			font["N"*8+2] = 8'b11110110;
			font["N"*8+3] = 8'b11011110;
			font["N"*8+4] = 8'b11001110;
			font["N"*8+5] = 8'b11000110;
			font["N"*8+6] = 8'b11000110;
			font["N"*8+7] = 8'b00000000;
			font["!"*8+0] = 8'b00110000;
			font["!"*8+1] = 8'b00110000;
			font["!"*8+2] = 8'b00110000;
			font["!"*8+3] = 8'b00110000;
			font["!"*8+4] = 8'b00110000;
			font["!"*8+5] = 8'b00000000;
			font["!"*8+6] = 8'b00110000;
			font["!"*8+7] = 8'b00000000;
			font["B"*8+0] = 8'b11111100;
			font["B"*8+1] = 8'b11000110;
			font["B"*8+2] = 8'b11000110;
			font["B"*8+3] = 8'b11111100;
			font["B"*8+4] = 8'b11000110;
			font["B"*8+5] = 8'b11000110;
			font["B"*8+6] = 8'b11111100;
			font["B"*8+7] = 8'b00000000;
			font["E"*8+0] = 8'b11111110;
			font["E"*8+1] = 8'b11000000;
			font["E"*8+2] = 8'b11000000;
			font["E"*8+3] = 8'b11111100;
			font["E"*8+4] = 8'b11000000;
			font["E"*8+5] = 8'b11000000;
			font["E"*8+6] = 8'b11111110;
			font["E"*8+7] = 8'b00000000;
			font["T"*8+0] = 8'b11111110;
			font["T"*8+1] = 8'b00110000;
			font["T"*8+2] = 8'b00110000;
			font["T"*8+3] = 8'b00110000;
			font["T"*8+4] = 8'b00110000;
			font["T"*8+5] = 8'b00110000;
			font["T"*8+6] = 8'b00110000;
			font["T"*8+7] = 8'b00000000;
			font["P"*8+0] = 8'b11111100;
			font["P"*8+1] = 8'b11000110;
			font["P"*8+2] = 8'b11000110;
			font["P"*8+3] = 8'b11111100;
			font["P"*8+4] = 8'b11000000;
			font["P"*8+5] = 8'b11000000;
			font["P"*8+6] = 8'b11000000;
			font["P"*8+7] = 8'b00000000;
			font["A"*8+0] = 8'b01111100;
			font["A"*8+1] = 8'b11000110;
			font["A"*8+2] = 8'b11000110;
			font["A"*8+3] = 8'b11111110;
			font["A"*8+4] = 8'b11000110;
			font["A"*8+5] = 8'b11000110;
			font["A"*8+6] = 8'b11000110;
			font["A"*8+7] = 8'b00000000;
			font["Y"*8+0] = 8'b11000110;
			font["Y"*8+1] = 8'b11000110;
			font["Y"*8+2] = 8'b01101100;
			font["Y"*8+3] = 8'b00111000;
			font["Y"*8+4] = 8'b00111000;
			font["Y"*8+5] = 8'b00111000;
			font["Y"*8+6] = 8'b00111000;
			font["Y"*8+7] = 8'b00000000;
			font["O"*8+0] = 8'b00111000;
			font["O"*8+1] = 8'b01101100;
			font["O"*8+2] = 8'b11000110;
			font["O"*8+3] = 8'b11000110;
			font["O"*8+4] = 8'b11000110;
			font["O"*8+5] = 8'b11000110;
			font["O"*8+6] = 8'b01101100;
			font["O"*8+7] = 8'b00111000;
			font["U"*8+0] = 8'b11000110;
			font["U"*8+1] = 8'b11000110;
			font["U"*8+2] = 8'b11000110;
			font["U"*8+3] = 8'b11000110;
			font["U"*8+4] = 8'b11000110;
			font["U"*8+5] = 8'b11000110;
			font["U"*8+6] = 8'b01111100;
			font["U"*8+7] = 8'b00000000;
			font["0"*8+0] = 8'b01111100;
			font["0"*8+1] = 8'b11000110;
			font["0"*8+2] = 8'b11001110;
			font["0"*8+3] = 8'b11010110;
			font["0"*8+4] = 8'b11100110;
			font["0"*8+5] = 8'b11000110;
			font["0"*8+6] = 8'b01111100;
			font["0"*8+7] = 8'b00000000;
			font["1"*8+0] = 8'b00110000;
			font["1"*8+1] = 8'b01110000;
			font["1"*8+2] = 8'b00110000;
			font["1"*8+3] = 8'b00110000;
			font["1"*8+4] = 8'b00110000;
			font["1"*8+5] = 8'b00110000;
			font["1"*8+6] = 8'b11111100;
			font["1"*8+7] = 8'b00000000;
			font["2"*8+0] = 8'b01111100;
			font["2"*8+1] = 8'b11000110;
			font["2"*8+2] = 8'b00000110;
			font["2"*8+3] = 8'b00001100;
			font["2"*8+4] = 8'b00110000;
			font["2"*8+5] = 8'b01100000;
			font["2"*8+6] = 8'b11111110;
			font["2"*8+7] = 8'b00000000;
			font["3"*8+0] = 8'b01111100;
			font["3"*8+1] = 8'b11000110;
			font["3"*8+2] = 8'b00000110;
			font["3"*8+3] = 8'b00111100;
			font["3"*8+4] = 8'b00000110;
			font["3"*8+5] = 8'b11000110;
			font["3"*8+6] = 8'b01111100;
			font["3"*8+7] = 8'b00000000;
			font["4"*8+0] = 8'b00001100;
			font["4"*8+1] = 8'b00011100;
			font["4"*8+2] = 8'b00101100;
			font["4"*8+3] = 8'b01001100;
			font["4"*8+4] = 8'b11111110;
			font["4"*8+5] = 8'b00001100;
			font["4"*8+6] = 8'b00001100;
			font["4"*8+7] = 8'b00000000;
			font["5"*8+0] = 8'b11111110;
			font["5"*8+1] = 8'b11000000;
			font["5"*8+2] = 8'b11111100;
			font["5"*8+3] = 8'b00000110;
			font["5"*8+4] = 8'b00000110;
			font["5"*8+5] = 8'b11000110;
			font["5"*8+6] = 8'b01111100;
			font["5"*8+7] = 8'b00000000;
			font["6"*8+0] = 8'b01111100;
			font["6"*8+1] = 8'b11000110;
			font["6"*8+2] = 8'b11000000;
			font["6"*8+3] = 8'b11111100;
			font["6"*8+4] = 8'b11000110;
			font["6"*8+5] = 8'b11000110;
			font["6"*8+6] = 8'b01111100;
			font["6"*8+7] = 8'b00000000;
			font["7"*8+0] = 8'b11111110;
			font["7"*8+1] = 8'b00000110;
			font["7"*8+2] = 8'b00001100;
			font["7"*8+3] = 8'b00011000;
			font["7"*8+4] = 8'b00110000;
			font["7"*8+5] = 8'b01100000;
			font["7"*8+6] = 8'b01100000;
			font["7"*8+7] = 8'b00000000;
			font["8"*8+0] = 8'b01111100;
			font["8"*8+1] = 8'b11000110;
			font["8"*8+2] = 8'b11000110;
			font["8"*8+3] = 8'b01111100;
			font["8"*8+4] = 8'b11000110;
			font["8"*8+5] = 8'b11000110;
			font["8"*8+6] = 8'b01111100;
			font["8"*8+7] = 8'b00000000;
		font["9"*8+0] = 8'b01111100;
		font["9"*8+1] = 8'b11000110;
		font["9"*8+2] = 8'b11000110;
		font["9"*8+3] = 8'b01111110;
		font["9"*8+4] = 8'b00000110;
		font["9"*8+5] = 8'b11000110;
		font["9"*8+6] = 8'b01111100;
		font["9"*8+7] = 8'b00000000;
    end
    always @(posedge clk)
        pixels <= font[ascii*8 + row];
endmodule
```
==> results_dict.tcl <==
# collected from the flow reports
set metrics [dict create \
    placement.setup.worst_slack_ns 1.17 \
    synth-edff-count 0 \
    vdd_ir_drop_max_mv 0.0741 \
    busiest_metal_layer_after_global_routing "met2" \
    layout.cells.most_common "sky130_fd_sc_hd__o21ai_0" \
    route.antenna.diode_count 0 \
    chipWidth_um 121 \
    max_stage_delay_ns 0.72 \
    largest_net_degree_at_the_start_of_global_routing 47 \
    die.size.y_um 121 \
    largest_register_ffs 7 \
    crit_path_start_kind "primary input" \
    most-common-layout-cells "sky130_fd_sc_hd__o21ai_0 (37), sky130_fd_sc_hd__a21oi_1 (31), sky130_fd_sc_hd__nand2_1 (27), sky130_fd_sc_hd__nor2_1 (22), sky130_fd_sc_hd__o211ai_1 (20)" \
    synthToLayoutAreaGrowth_pct 13.5 \
    finalSetupViolations 0 \
    postSynthRegisterBits 7 \
    instances_no_fill 477 \
    top_area_cell "sky130_fd_sc_hd__ha_1" \
    grtUsageTotal 0.114 \
    total_power_mw 0.421 \
    cts.sink_count 7 \
    power_density_nw_per_um2 158 \
    syn_inst 347 \
    log.warning_count 38 \
    slew_violations 0 \
    gr-usage-met2 0.180 \
    portBuffers 18 \
    finalWorstPathRequiredPeriod_ns 4.08 \
    rsz0062_at_grt "no" \
    number_of_global_route_vias_before_repair 2464 \
    postLayoutSetupSlackWorst_ns 1.32 \
    weighted_congestion_reported_at_the_end_of_routability_driven_placement 0.982 \
    final_layout_size_suffix_gt1_frac 0.0959 \
    route.final.wire_length_mm 8.58 \
    cap_violations 0 \
    cts_max_level 1 \
    max_flop_register "pixels" \
    grt-ovfl-total 0 \
    yosys_instances 347 \
    timing.max_slew.rel_slack 0.491 \
    cp_max_fo 13 \
    floorplan.initialDensity 0.237 \
    ys_async_sr_fraction 0 \
    run_status "finished clean" \
    core_um2 9860 \
    dr_total_vias 2718 \
    first_drt_iteration_drcs 240 \
    detailedPlacementHpwl_mm 6.11 \
    avgRoutedWirePerCell_um 18.0 \
    layout.filler_cells 1074 \
    synth_seq_share 0.0599 \
    yosysWarnings 0 \
    cp_data_arrival_time_ns 4.18 \
    fin_setup_tns_ns 0 \
    critical_path_required_ns 5.50 \
    leakagePower_nw 0.960 \
    summed_instance_area_of_the_synthesized_netlist_um2 2340 \
    cts_root_buffer "sky130_fd_sc_hd__clkbuf_8" \
    cp_cell_sequence "clkdlybuf4s50_1 > inv_1 > ha_1 > nor2b_1 > a21oi_1 > mux4_2 > and3_1 > o21ai_0 > nand3_1" \
    yosysUniqueCellTypes 62 \
    dr.pass1.iters 5 \
    layout.area.comb_um2 2010 \
    cts_resized 0 \
    ctsHoldBuffers 0 \
    finalHoldViolCount 0 \
    met1_capacity_usage_during_global_routing 0.164 \
    ios 21 \
    area_leaders "sky130_fd_sc_hd__ha_1 (8.6%), sky130_fd_sc_hd__o21ai_0 (7.9%), sky130_fd_sc_hd__a21oi_1 (6.6%), sky130_fd_sc_hd__o211ai_1 (6.4%), sky130_fd_sc_hd__dfxtp_1 (6.0%)" \
    tritoncts "built" \
    max_slew.worst_pin.slew_ns 0.764 \
    worst_setup_hold_path_clk_slew_ns 0.04 \
    design.die.area_um2 14600 \
    post-synth-top-area-fraction 0.0855 \
    placementRows 36 \
    max_freq_mhz 245 \
    synth_chip_area_um2 2340 \
    leading_register_cell_type_out_of_synthesis "sky130_fd_sc_hd__dfxtp_1" \
    biggestRegsByFlops "pixels (7)" \
    route.detailed.drc 0 \
    worst-setup-path-type "in -> reg" \
    critical_path.endpoint_type "flop" \
    grt_first_pass_wirelength_mm 13.8 \
    slowest_stage "sky130_fd_sc_hd__clkdlybuf4s50_1" \
    cts_made_buffers 3 \
    globalRouteMet3Util 0.0156 \
    antenna_violations_before_repair 0 \
    postRouteAntennaNets 0 \
    clockBufferDepth 2 \
    avgSynthCellArea_um2 6.75 \
    placed_cells_incl_taps 473 \
    vias_per_cell 5.70 \
    final_cycle_utilization_of_the_critical_path 0.756 \
    sequential_cell_area_um2 140 \
    cts.repair_timing.setup_buffer_count 0 \
    holdCritPathClass "in -> reg" \
]
-- critical path: cells and delay by family --
kind	cells	cell delay (ns)
AOI/OAI and AO/OA	2	0.28
adders and majority gates	1	0.69
muxes	1	0.46
buffers and inverters	2	1.00
and+or+nand+nor	3	0.68
-- layer usage --
| layer | part of all wire | wire (um) |
|---|---|---|
| met1 | 0.44 | 3810 |
| met2 | 0.46 | 3930 |
| met3 | 0.084 | 723 |
| met4 | 0.013 | 115 |
| met5 | 0 | 0 |
-- final timing paths --
check	startpoint	end	cells after the start
max	row[0]	pixels[3]	9
min	ascii[6]	pixels[7]	3
-- cell families (layout without fill, tap and decap cells) --
logic type	after synthesis	after routing	share of synthesized area
AND-OR/OR-AND	145	145	0.410
XOR/XNOR	11	11	0.0476
adder cells (fa/ha/maj)	16	16	0.0855
buffers and inverters	44	41	0.0882
flip-flops	7	7	0.0599
multiplexers	16	16	0.0812
other	1	1	0.00160
AND/OR/NAND/NOR	107	107	0.226
-- layout make-up --
cell class,count,area share
well taps,133,0.0626
clock buffers,4,0.0170
flip-flops and latches,7,0.0528
multi-input cells,296,0.756
repair buffers,31,0.103
inverters,6,0.00848
-- synthesized netlist by cell type, types with 3 or more instances --
library cell	n
sky130_fd_sc_hd__mux2i_1	10
sky130_fd_sc_hd__nor2b_1	6
sky130_fd_sc_hd__o21ai_0	37
sky130_fd_sc_hd__xor2_1	5
sky130_fd_sc_hd__a221oi_1	3
sky130_fd_sc_hd__nor3_1	6
sky130_fd_sc_hd__buf_4	3
sky130_fd_sc_hd__ha_1	16
sky130_fd_sc_hd__o311ai_0	3
sky130_fd_sc_hd__a21oi_1	31
sky130_fd_sc_hd__mux2_2	4
sky130_fd_sc_hd__nand3_1	16
sky130_fd_sc_hd__and3_1	4
sky130_fd_sc_hd__o21a_1	4
sky130_fd_sc_hd__nand2_1	27
sky130_fd_sc_hd__dfxtp_1	7
sky130_fd_sc_hd__o31ai_1	4
sky130_fd_sc_hd__buf_2	18
sky130_fd_sc_hd__nor2_1	22
sky130_fd_sc_hd__nand2b_1	13
sky130_fd_sc_hd__a21o_1	3
sky130_fd_sc_hd__clkbuf_1	16
sky130_fd_sc_hd__o221ai_1	3
sky130_fd_sc_hd__and2_1	5
sky130_fd_sc_hd__a311oi_1	3
sky130_fd_sc_hd__inv_1	5
sky130_fd_sc_hd__a31oi_1	8
sky130_fd_sc_hd__o211ai_1	20
sky130_fd_sc_hd__xnor2_1	4
-- per-stage QoR --
step | cell area [um2] | utilization | hold slack, ns
3_5_place_dp | 2610 | 0.265 | 1.75
2_1_floorplan | 2340 | - | 1.27
6_report | 2660 | 0.269 | 1.64
4_1_cts | 2660 | 0.269 | 1.64
3_3_place_gp | 2610 | 0.265 | 1.75
5_1_grt | 2660 | 0.269 | 1.66
-- power breakdown --
group,internal (mW),switching [mW]
registers,0.0606,0.00183
clock network,0.0511,0.0230
logic,0.116,0.169
Power and IR drop assume default switching activity.
