<file path="design.v">
module weighted_picker_fsm (
    input  wire        clk,
    input  wire        rst_n,    
    input  wire        start,    
    input  wire [7:0]  rnd_in,
    output reg  [3:0]  sym_out,
    output reg         done
);
    localparam S_IDLE  = 2'd0;
    localparam S_CHECK = 2'd1;
    localparam S_DONE  = 2'd2;
    reg [1:0] state;
    reg [7:0] rnd_reg;
    always @(posedge clk or negedge rst_n) begin
        if (!rst_n) begin
            state   <= S_IDLE;
            rnd_reg <= 8'd0;
            sym_out <= 4'd0;
            done    <= 1'b0;
        end else begin
            done <= 1'b0; 
            case (state)
                S_IDLE: begin
                    if (start) begin
                        rnd_reg <= rnd_in;
                        state   <= S_CHECK;
                    end
                end
                S_CHECK: begin
                    if      (rnd_reg <= 8'd32)   sym_out <= 4'd0;  
                    else if (rnd_reg <= 8'd64)   sym_out <= 4'd1;  
                    else if (rnd_reg <= 8'd96)   sym_out <= 4'd2;  
                    else if (rnd_reg <= 8'd128)  sym_out <= 4'd3;  
                    else if (rnd_reg <= 8'd160)  sym_out <= 4'd4;  
                    else if (rnd_reg <= 8'd192)  sym_out <= 4'd5;  
                    else if (rnd_reg <= 8'd224)  sym_out <= 4'd6;  
                    else                         sym_out <= 4'd7;  
                    state <= S_DONE;
                end
                S_DONE: begin
                    done  <= 1'b1;   
                    state <= S_IDLE; 
                end
            endcase
        end
    end
endmodule
</file>
<file path="run.sh">
#!/bin/bash
# OpenROAD 26Q1-2900-gdf79404cd8, Yosys 0.63+post, stock flow scripts
make -C /OpenROAD-flow-scripts/flow DESIGN_CONFIG=/design/flow/config.mk WORK_HOME=/design/flow/orfs finish
</file>
<file path="config.mk">
export PLATFORM = sky130hd
export DESIGN_NAME = weighted_picker_fsm
export DESIGN_NICKNAME = weighted_picker_fsm
export VERILOG_FILES = /design/flow/design.v
export SDC_FILE = /design/flow/constraint.sdc
export NUM_CORES = 4
export LEC_CHECK = 1
export CORE_AREA = 10 10 70 70
export DIE_AREA = 0 0 80 80
export SYNTH_HDL_FRONTEND = slang
</file>
<file path="constraint.sdc">
current_design weighted_picker_fsm

set clk_period 2.0
set clk_io_pct 0.2

create_clock -name clk0 -period $clk_period [get_ports {clk}]

set non_clock_inputs [all_inputs -no_clocks]
set_input_delay [expr $clk_period * $clk_io_pct] -clock clk0 $non_clock_inputs
set_output_delay [expr $clk_period * $clk_io_pct] -clock clk0 [all_outputs]
</file>
==> flow_summary.toml <==
# generated from flow reports
[status]
status = "finished, final reports clean"

[synthesis]
top_cells_by_area = "dfrtp_1 (59%), mux2_2 (15%), dfstp_2 (4.4%), a31oi_1 (2.1%), nor4_1 (2.1%)"
synth_area_per_cell_um2 = 13.5
mux_area_share_pct = 15.2
yosysSeqAreaShare_pct = 63.6
top_cell_area_share_pct = 59.2
synthAdderAreaFrac_pct = 0
top_cells_by_count = "dfrtp_1 (14), mux2_2 (8), inv_1 (3), nor2_1 (3)"
synth_area_leader_cell = "dfrtp_1"
syn_inst = 44
synth.most_common_cell = "dfrtp_1"
yosysCellCount = 44
simple_gate_share_pct = 8.67
synth-async-reset-ratio_pct = 100
ys_area_um2 = 592
ys_ff = 15
aoi_share_pct = 8.67
synth_warnings = 0
ys_sh_xor_pct = 0
synth-edff-count = 0
ys_types = 17
ys_top_logic_family = "multiplexers"
synth_area_um2 = 592
ys.flop_type = "dfrtp_1"

[power_and_ir_drop]
seqPwrFrac_pct = 62.3
powerDensity_nw_per_um2 = 602
combPwrFrac_pct = 5.2
p_leak_nw = 0.372
power.switching_fraction_pct = 18.3
power.internal_w = 0.000397
clockPowerShare_pct = 32.5
p_sw_w = 0.0000889
ir_drop_mv = 0.197
p_total_w = 0.000486

[floorplan]
die_area_um2 = 6400
placementRows = 21
die_y_um = 80
die_w_um = 80
ios = 16
fp_util_pct = 17.3
core_um2 = 3420

[sta]
period_used_pct = 74.2
worst_slew_pin_slew_ns = 0.609
setup_slack_ns = 0.517
fmax_ghz = 0.674
slew_violations = 0
finalCriticalPeriod_ns = 1.48
grt_setup_unrepaired = "no"
slew_headroom_pct = 59.3
hold_viol = 0
tns_ns = 0
skew_ns = 0.00504
setup_viol = 0

[worst_setup_path]
required_ns = 1.60
cp-end-kind = "output pin"
path_cells = "clkdlybuf4s50_1"
arrival_ns = 1.08
cp_slowest_cell = "clkdlybuf4s50_1"
slowest_delay_ns = 0.46
critPathBufInv = 1
crit_type = "reg2out"
crit_family = "buffers and inverters"
cp-start-kind = "register"
path_max_fanout = 2

[job]
drv_cap = 0
warnings = 25

[detailed_routing]
ant_nets = 0
dr.first_iter.drc_count = 16
routed_wl_mm = 1.13
drcViolationCount = 0
via_per_inst = 3.65
drt_pass1_iterations = 4
vias = 391
n_antenna_cell = 0
detail_route.wl_per_cell_um = 10.6

[global_routing]
grt_overflow = 0
grt_pass1_wl_mm = 1.87
grt_pass1_vias = 422
grt_max_degree = 16
grt_usage_pct = 3.69
antenna_found_initial = 0

[cells_and_area]
flop_area_um2 = 377
layout-drive-gt1-share_pct = 23.0
largest_reg_flops = 8
postLayoutCellArea_um2 = 808
fill_cells = 377
final_util_pct = 23.7
combGateArea_um2 = 196
area_growth_pct = 36.6

[clock_tree]
cts.sinks = 15
cts_root_buffer = "clkbuf_4"
cts_resized = 0
clk_pin_slew_worst_paths_ns = 0.07
cts-buffers-inserted = 3
cts_tree = "yes"
cts.path.max_buffers = 2
clock_latency_ns = 0.27
cts_setup_buffers = 0
h-tree-depth = 1
cts_hold_buf = 0

[place]
dp_hpwl_um = 963
postPlaceCellArea_um2 = 782
place_congestion = 0.712
numPortBuffers = 14
dp_slack_ns = 0.360

[worst_hold_path]
hold_path.class = "reg2reg"
## power groups by stage
stage	Sequential (W)	Clock, W	Combinational, W
6_report	0.000303	0.000158	0.0000251
5_1_grt	0.000303	0.000185	0.0000281
4_1_cts	0.000303	0.000167	0.0000261
## metrics by stage
stage | hold WS [ns] | cells
3_5_place_dp | 0.374 | 103
3_3_place_gp | 0.359 | 103
6_report | 0.387 | 107
2_1_floorplan | 0.104 | 44
5_1_grt | 0.412 | 107
4_1_cts | 0.392 | 107
## cells in the final DEF (no fill, tap or decap), drive strengths merged
| cell | count |
|---|---|
| a31oi | 2 |
| o22ai | 1 |
| nand2 | 2 |
| o31ai | 1 |
| clkdlybuf4s50 | 14 |
| o211ai | 1 |
| dfstp | 1 |
| or4 | 1 |
| nor4 | 2 |
| conb | 1 |
| inv | 3 |
| a21o | 1 |
| mux2 | 8 |
| dfrtp | 14 |
| nand4b | 1 |
| clkbuf | 4 |
| o21ai | 1 |
| nor2 | 3 |
## layout make-up
cell class              instances  share of cell area (%)
clock buffers                   4                    3.25
inverters                       3                    1.39
multi-input cells              25                    24.3
flip-flops and latches         15                    46.6
well taps                      46                    7.12
repair buffers                 14                    17.3
## path summary, 6_finish.rpt
kind | from | endpoint | slack [ns] | depth (start not counted)
setup / recovery | sym_out[0] | sym_out[0] | 0.52 | 1
hold / removal | state[1] | done | 0.39 | 0
setup reg to reg | rnd_reg[1] | sym_out[2] | 0.58 | 3
hold reg to reg | state[1] | done | 0.39 | 0
max in group asynchronous | rst_n | rnd_reg[1] | 1.10 | 1
min in group asynchronous | rst_n | rnd_reg[2] | 0.51 | 1
## routing by layer
metal | share of wire, % | vias up | GRT usage (%) | wire, µm
li1 | - | 193 | - | -
met3 | 17 | 0 | 3.41 | 195
met5 | 0 | - | 0 | 0
met4 | 0 | 0 | 0.176 | 0
met1 | 44 | 185 | 4.50 | 494
met2 | 39 | 13 | 4.90 | 439
## cell families after synthesis
kind of cell / Yosys count
flops: 15
simple gates: 9
mux: 8
compound gates: 7
buf+inv: 4
other cells: 1
Power figures rest on the tool's default switching activity, not on a simulated workload.
