<file path="design.v">
module seven_segment(
	input wire[3:0]i,
	output reg[6:0]o
);
always @(*)
begin
case (i)	     
	4'b0000:o=7'b1000000; 
	4'b0001:o=7'b1111001; 
	4'b0010:o=7'b0100100; 
	4'b0011:o=7'b0110000; 
	4'b0100:o=7'b0011001; 
	4'b0101:o=7'b0010010; 
	4'b0110:o=7'b0000010; 
	4'b0111:o=7'b1111000; 
	4'b1000:o=7'b0000000; 
	4'b1001:o=7'b1000000; 
	4'b1010:o=7'b0100100; 
	4'b1011:o=7'b0011001; 
	4'b1100:o=7'b0000010; 
	4'b1101:o=7'b1111001; 
	4'b1110:o=7'b0110000; 
	4'b1111:o=7'b0010010; 
	default: o = 7'b0011001;
	endcase
end 
endmodule
</file>
<file path="run.sh">
#!/bin/bash
# OpenROAD 26Q1-2900-gdf79404cd8, Yosys 0.63+post, stock flow scripts
make -C /OpenROAD-flow-scripts/flow DESIGN_CONFIG=/design/flow/config.mk WORK_HOME=/design/flow/orfs finish
</file>
<file path="config.mk">
export PLATFORM = sky130hd
export DESIGN_NAME = seven_segment
export DESIGN_NICKNAME = seven_segment
export VERILOG_FILES = /design/flow/design.v
export SDC_FILE = /design/flow/constraint.sdc
export NUM_CORES = 4
export LEC_CHECK = 1
export CORE_AREA = 10 10 70 70
export DIE_AREA = 0 0 80 80
export SYNTH_HDL_FRONTEND = slang
</file>
<file path="constraint.sdc">
current_design seven_segment

set clk_period 1.1
set clk_io_pct 0.2

create_clock -name clk0 -period $clk_period

set non_clock_inputs [all_inputs -no_clocks]
set_input_delay [expr $clk_period * $clk_io_pct] -clock clk0 $non_clock_inputs
set_output_delay [expr $clk_period * $clk_io_pct] -clock clk0 [all_outputs]
</file>
==> run summary <==
yosys + openroad results -> Routed WL per cell=between 8 and 9 um, cells in synth_stat.txt=28, Final Cell Area=between 500 and 600 sq um, total number of yosys warnings=0, flip-flops=0, startpoint type of the worst setup path=primary input, routability congestion estimate=approximately 0.75, Tool Warnings=40, Die X=approximately 80 um, area grow syn2layout=140%, critical path class=primary input to primary output, core region area=about 3400 sq um, Tmin final=about 1.5 ns, Setup Slack @ Placement=-1.16 ns, largest stage delay on the critical path=about 0.45 ns, Boundary Pins=11, met3 GRT Util=0.0148, global-route wire length before repair=about 1500 um, number of remaining DRC errors=0, Mapped Cells=28, final hold violations=0, GRT Util Overall=0.0273, Pre-Place Util=0.0692, gr busiest metal=met1, Final period util=1.38, vias in the first global route=between 300 and 400, Finished Core Util=0.166, synth unique cells=14, Port Buffer Count=11, Critical Path Start=i[0], met2 Use GR=0.0377, CP bufs+invs=4, routed wire length=about 830 um, row cnt=21, First DRT Iteration DRCs=7, failing checks=negative setup slack, Slew Viols, Final=0, Hold WC Path Type=primary input to primary output, final setup fails=7, YS chip area=between 200 and 250 sq um, via count=~270, Post-Synthesis Cell Area=approximately 240 sq um, Routed Antenna Nets=0, share of layout cells above drive strength 1=0.760, critical path depth=6, Fillers=~400, Max Clk Rate=660 MHz, VDD IR max=~0.000078 V, met1 Use GR=0.0385, critical-path cell list=buf_8 -> clkinvlp_4 -> buf_6 -> ha_4 -> mux4_2 -> buf_2, Crit-path slowest cell=mux4_2, largest net degree at the start of global routing=9, Synth Seq Share=0, Arrival @ worst endpoint=approximately 1.3 ns, CP Capture Type=primary output, antenna fix cells=0, Mean Syn Cell Area=8.45 sq um, total congestion overflow=0, Tightest Pin Transition=roughly 0.23 ns, MaxCap Viol Count=0, setup TNS=-2.06 ns, CP endpoint=o[5], Post-Place Cell Area=between 400 and 500 sq um, crit-path max FO=4, register area=0 sq um, initial antenna violation count=0, power per cell area=~340 nW/um^2, RSZ-0062 raised after global routing=true, status=complete, but fails checks, Leakage=roughly 0.00024 uW, CP top delay family=buffers and inverters, Final WS setup=-0.414 ns, Vias/cell=approximately 2.8, Data required, critical path=between 0.8 and 0.9 ns, DP Wirelength=roughly 630 um, clkbuf count=0, drt first pass iters=4, max_slew headroom=0.849, Die ar.=6400 sq um, Die Y=about 80 um, Hold-fix buffers, CTS=0
==> synthesized netlist by cell type, drive strengths merged <==
master  n  area (sq um)
ha      6          75.1
inv     5          18.8
o21ai   3          15.0
a21oi   2          10.0
buf     2          16.3
mux4    2          45.0
nor2b   2          12.5
a211oi  1          7.51
and2    1          6.26
mux2i   1          10.0
nand2   1          3.75
or2b    1          7.51
xor2    1          8.76
==> per-stage QoR <==
stage               cells  total power (uW)  hold WS [ns]
detailed placement     91               162          1.58
CTS                    95               182         0.962
global placement       91               157          1.59
floorplan              28              65.6         0.602
finish                 96               193         0.820
global route           96               215         0.863
==> worst min-delay path: stages <==
cell,delay (ns)
clkbuf_2,0.21
nor2b_4,0.06
buf_2,0.10
==> worst min-delay path by stage <==
stage,end,depth (start not counted),from
final,o[2],3,i[2]
after global routing,o[2],3,i[2]
after CTS,o[4],4,i[0]
==> timing repair <==
item | CTS | global route
setup buffers | 4 | 1
endpoints found under the setup margin | 7 | 7
resized | 60 | 7
gates cloned | 0 | 0
pin swaps | 8 | 6
==> logic make-up after synthesis <==
group	synth area share
and+or+nand+nor	0.127
buffers and inverters	0.148
xor gates and xnor gates	0.0370
adders and majority gates	0.317
muxes	0.233
AOI/OAI and AO/OA	0.138
==> routing by layer <==
| metal | share of wire | up-vias | wire length (um) |
|---|---|---|---|
| li1 | - | 137 | - |
| met5 | 0 | - | 0 |
| met3 | 0.18 | 0 | 146 |
| met2 | 0.32 | 13 | 264 |
| met4 | 0 | 0 | 0 |
| met1 | 0.50 | 122 | 416 |
==> where the power goes <==
| part | switching [uW] | leakage, uW | internal, uW |
|---|---|---|---|
| Clock | 0 | 0 | 0 |
| Sequential | 0 | 0 | 0 |
| Combinational | 77.0 | 0.000237 | 116 |
| Total | 77.0 | 0.000237 | 116 |
==> layout by cell type, fill, tap and decap left out, types with 2 or more instances in the layout <==
cell / instances
mux4_2: 2
o21ai_2: 2
inv_1: 2
buf_2: 8
ha_4: 5
a21oi_1: 2
buf_6: 10
buf_4: 4
inv_2: 2
==> final cells by class <==
class                      count  area [sq um]  share of cell area
multi-input combinational     21           284               0.501
timing repair buffer          24           203               0.358
tap                           46          57.6               0.102
inverter                       5          22.5              0.0397
No activity file was given, so power comes from the tool's default toggle rates.
